==> /design/flow/design.v <==
module lighter(clk,enable, num, outled);
input clk;
input [7:0] num;
input enable;
output reg outled;
reg [7:0] i = 8'h00;
always@(posedge clk)
	begin
		if (enable) begin
			if( i < num) begin
				i = i+1;
			end
			else begin
				outled = 1;
			end
		end
		else begin
			i = 0;
			outled = 0;
		end
	end
endmodule
==> /design/flow/run.sh <==
#!/bin/bash
# OpenROAD 26Q1-2900-gdf79404cd8, Yosys 0.63+post, stock flow scripts
make -C /OpenROAD-flow-scripts/flow DESIGN_CONFIG=/design/flow/config.mk WORK_HOME=/design/flow/orfs finish
==> /design/flow/config.mk <==
export PLATFORM = sky130hd
export DESIGN_NAME = lighter
export DESIGN_NICKNAME = lighter
export VERILOG_FILES = /design/flow/design.v
export SDC_FILE = /design/flow/constraint.sdc
export NUM_CORES = 4
export LEC_CHECK = 1
export CORE_AREA = 10 10 70 70
export DIE_AREA = 0 0 80 80
==> /design/flow/constraint.sdc <==
current_design lighter

set clk_period 2.4
set clk_io_pct 0.2

create_clock -name clk0 -period $clk_period [get_ports {clk}]

set non_clock_inputs [all_inputs -no_clocks]
set_input_delay [expr $clk_period * $clk_io_pct] -clock clk0 $non_clock_inputs
set_output_delay [expr $clk_period * $clk_io_pct] -clock clk0 [all_outputs]
==> impl_metrics.toml <==
# physical design summary
[pwr]
leakage_uw = 0.0003539
peakVddDrop_v = 0.0001092
power.density_mw_per_mm2 = 382.3
p_total_uw = 329.6

[final_timing]
worstMarginPinSlew_ns = 0.2377
drv_slew = 0
relSlewSlack_pct = 84.13
post-route-period-util_pct = 96.44
rsz0062_at_grt = "no"
setup_viol = 0
setup_ws_ns = 0.08553
period_needed_ns = 2.314
hold_viol = 0
fmax_mhz = 432.1
fin_skew_ns = 0.001582

[global_route]
gr-usage-all-layers_pct = 4.466
grt_pass1_vias = 569
gr-total-overflow = 0
grt_antenna_before_repair = 0
grt_pass1_wl_um = 2421
grt_max_degree = 8

[setup_path]
start_kind = "primary input"
critPathKind = "primary input to register"
crit_path_end_kind = "register"
cp.arrival_ns = 2.50
crit_required_ns = 2.59
worstPathMaxFanout = 7

[floorplan]
placementRows = 21
fp.dieArea_mm2 = 0.006400
fp_util_pct = 17.29
die-width_um = 80
die_h_um = 80
io_pins = 11
core_mm2 = 0.003416

[drt]
first_iter_violations = 24
drtAntennaViolNets = 0
num_antenna_cells = 0
drtPass1Iterations = 4
drc = 0
wl_per_cell_um = 9.719
num_vias = 543
vias_per_cell = 4.022
wl_um = 1312

[yosys]
syn_area_um2 = 590.6
synth_cell_types = 23
ys_warn_count = 1
ys_ff = 9
yosysChipArea_um2 = 590.6
synth_top_cell_by_area = "dfxtp_1"
avgSynthCellArea_um2 = 8.437
netlist.area_leader.share_pct = 30.51
ys_seq_share_pct = 30.51
ys_cells = 70
post_synth_inst_count = 70
topCellsByArea = "dfxtp_1 (31%), ha_1 (17%), inv_1 (5.7%)"

[finish]
nFillCells = 363
layout-drive-gt1-share_pct = 23.60
areaGrowthSynthToFinish_pct = 45.97
lay_top_cells = "dfxtp_1 (9), clkdlybuf4s50_1 (9), inv_1 (8)"
utilization_pct = 25.24

[run]
maxCapViolations = 0
warning_count = 25

[placed_design]
hpwl_um = 1034
place_congestion = 0.8071
pre_cts_ws_ns = -0.3239
place.port_buffers = 10

[run_status]
status = "completed"

[clock_tree]
h-tree-depth = 1
ctsLongestPathBuffers = 2
post-cts-setup-buffers = 0
cts_buffers = 3
root_buffer = "clkbuf_4"
cts_tree = "yes"
cts.sinks = 9
clk_pin_slew_worst_paths_ns = 0.06
clock_latency_ns = 0.25

[min_path]
min-delay-path-class = "register to register"
==> cells in the mapped netlist <==
master	count
a211o_4	1
a211oi_1	2
a211oi_2	1
a21oi_1	4
and2_1	1
and3_1	1
dfxtp_1	9
ha_1	8
inv_1	9
mux2i_1	2
nand2_1	5
nand2b_1	3
nand3_1	3
nand4_1	2
nor2_1	6
nor2b_1	1
o21ai_0	4
o21ai_2	1
o31ai_1	2
or3_2	1
or4_1	2
or4b_1	1
xnor2_1	1
==> path summary, 6_finish.rpt <==
kind	startpoint	to	slack (ns)	cells after the start
min	outled	outled	0.48	2
min reg2reg	outled	outled	0.48	2
max	num[3]	i[5]	0.09	8
max reg2reg	i[2]	i[5]	0.28	6
==> repair_timing <==
action,4_1_cts,5_1_grt
hold buffers,0,0
endpoints found under the setup margin,3,4
gates resized,0,11
pin swaps,5,7
==> metal layers <==
layer  up-vias  share of wire, %  GRT usage (%)
li1        292                 -              -
met1       239                51          5.859
met2        12                40          6.661
met3         0               8.3          2.045
met4         0                 0         0.7042
met5         -                 0              0
==> stage by stage <==
| stage | instances | TNS (ns) | hold slack [ns] | area (um2) |
|---|---|---|---|---|
| floorplan | 70 | 0 | 0.4161 | 590.6 |
| global placement | 131 | -1.039 | 0.4622 | 785.8 |
| detailed placement | 131 | -1.198 | 0.4759 | 785.8 |
| CTS | 135 | 0 | 0.5008 | 812.0 |
| global route | 135 | 0 | 0.5328 | 862.1 |
| finish | 135 | 0 | 0.4815 | 862.1 |
==> report_power, final <==
part           internal, uW  switching, uW  leakage [uW]
clock                  63.8           48.7     0.0000150
sequential              155           6.08     0.0000731
combinational          32.0           24.4      0.000266
total                   250           79.2      0.000354
==> state kept, by name (all words and copies together) (netlist names) <==
name	flops
i	8
outled	1
==> final cells by class <==
cell class / count / area [um2] / share of cell area, %
flip-flops and latches: 9 / 180.2 / 20.90
clock buffers: 4 / 26.28 / 3.048
repair buffers: 15 / 140.1 / 16.26
well taps: 46 / 57.56 / 6.676
inverters: 9 / 33.78 / 3.919
multi-input cells: 52 / 424.2 / 49.20
==> logic make-up after synthesis <==
group	synth area share, %
xor gates and xnor gates	1.483
AOI/OAI and AO/OA	18.43
adders and majority gates	16.95
DFF	30.51
and+or+nand+nor	23.52
muxes	3.390
buffers and inverters	5.720
==> critical path: stages <==
cell	delay, ns
clkdlybuf4s50_1	0.45
inv_1	0.04
ha_2	0.17
a211oi_2	0.21
o21ai_2	0.09
a211o_4	0.36
or4b_1	0.54
a21oi_1	0.15
Power figures rest on the tool's default switching activity, not on a simulated workload.

### /design/flow/design.v
module bcd3counter(clock,clear,enable,BCD0,BCD1,BCD2, tot);
	input clock, clear, enable; 
	output reg [3:0] BCD0, BCD1, BCD2;
	output reg [11:0] tot;
	always@(posedge clock)
	begin
		if(clear)
		begin 
			BCD0 <= 0;
			BCD1 <= 0;
			BCD2 <= 0;
		end
		else if(enable)
		begin
			tot <= tot + 1;
			if((BCD0 == 4'b1001) && (BCD1 == 4'b1001))
			begin
				BCD0 <= 0;
				BCD1 <= 0;
				if(BCD2 == 4'b1001)
					BCD2 <= 0;
				else
					BCD2 <= BCD2 + 1;
			end
			else if(BCD0 == 4'b1001)
			begin
				BCD0 <= 0;
				BCD1 <= BCD1 + 1;
			end
			else
				BCD0 <= BCD0 + 1;
		end
	end
endmodule
### /design/flow/run.sh
#!/bin/bash
# OpenROAD 26Q1-2900-gdf79404cd8, Yosys 0.63+post, stock flow scripts
make -C /OpenROAD-flow-scripts/flow DESIGN_CONFIG=/design/flow/config.mk WORK_HOME=/design/flow/orfs finish
### /design/flow/config.mk
export PLATFORM = sky130hd
export DESIGN_NAME = bcd3counter
export DESIGN_NICKNAME = bcd3counter
export VERILOG_FILES = /design/flow/design.v
export SDC_FILE = /design/flow/constraint.sdc
export NUM_CORES = 4
export LEC_CHECK = 1
export CORE_AREA = 10 10 88 88
export DIE_AREA = 0 0 98 98
### /design/flow/constraint.sdc
current_design bcd3counter

set clk_period 2.5
set clk_io_pct 0.2

create_clock -name clk0 -period $clk_period [get_ports {clock}]

set non_clock_inputs [all_inputs -no_clocks]
set_input_delay [expr $clk_period * $clk_io_pct] -clock clk0 $non_clock_inputs
set_output_delay [expr $clk_period * $clk_io_pct] -clock clk0 [all_outputs]
==> deck_impl_summary.md <==
Synthesis and Place & Route Summary

Final layout
  – Synthesis-to-layout area growth: 34.4%
  – Layout cells sized above 1: 0.0432
  – MI comb area: between 500 and 600 um2
  – Flop area: ~600 um2
  – Finished Cell Area: ~1600 um2
  – Final Non-Filler Cells: 214
  – Util after Layout: 0.268
  – FILL cells: 612

Place
  – Gpl congestion: 0.749
  – Placed instance area: 1520 um2
  – Dpl ws: 339 ps
  – PortBufs: 26
  – Placed Cells: 210
  – HPWL after DPL: roughly 1900 um

Global routing
  – Global route overflow: 0
  – Largest net degree at the start of global routing: 16
  – All-layer global routing usage: 0.0505
  – Initial antenna violation count: 0
  – First-pass GRT wire length: around 4200 um
  – Vias in the first global route: approximately 850

Clocking
  – Total CTS buffers: 3
  – Clock Tree Root: clkbuf_8
  – Clock Pin Slew Worst Setup and Hold Paths: approximately 80 ps
  – H-tree depth: 1
  – CTS tree: built
  – CTS Buffer Depth: 2
  – CTS sink count: 24
  – Post-CTS sizing: 0
  – Cts hold-fix bufs: 0
  – Post-CTS Setup Bufs: 0
  – Clk latency late pin: about 260 ps

Synth
  – Synth area leader: edfxtp_1
  – Cell Area, Synth: approximately 1200 um2
  – FFs w/ async S/R, synth: 0
  – Top cells, area: edfxtp_1 31%, dfxtp_1 20%, xor2_1 6.7%
  – Post-synth seq share: 0.508
  – Mapped Avg Cell Area: between 10 and 15 um2
  – Max-area cell share: 0.305
  – Synth top cells by count: 12 x dfxtp_1, 12 x edfxtp_1, 9 x xor2_1
  – Count of cell types in the netlist: 30
  – Ys Warns: 1
  – #FFs+latches synth: 24
  – Mapped Cells: roughly 110
  – Yosys stat chip area: roughly 1200 um2
  – Post-synth EDFFs: 12
  – Commonest flop: edfxtp_1
  – Ys cells: 111

Routing
  – Initial DRC count: between 40 and 50
  – Drt drc: 0
  – Avg WL per Cell: between 10 and 15 um
  – DR vias: 883
  – ANT nets after route: 0
  – Drt first pass iters: 4
  – Final WL: around 2500 um
  – Detail-routed via count per cell: ~4.1
  – Ant diodes: 0

Floorplanning
  – Core box area: just under 6000 um2
  – Placement row count: 28
  – Die H: 98 um
  – Core Util at FP: 0.199
  – Die width: a little under 100 um
  – # IOs: 27
  – Chip Area: about 9600 um2

Worst setup path
  – Buffers & Inverters on Critical Path: 1
  – Crit path kind: input pin to flop
  – WP data arrival: ~2100 ps
  – CP cell instances: clkdlybuf4s50_1 -> nand4b_4 -> or4_1 -> a21oi_1
  – Crit path max-delay family: simple AND/OR/NAND/NOR gates
  – CP Capture Type: flop
  – Startpoint types: input pin
  – CP peak stage delay: between 600 and 700 ps
  – Crit-path max FO: 15
  – Worst EP required: 2690 ps
  – Crit-path slowest cell: clkdlybuf4s50_1

Worst hold path
  – Worst Hold Class: flop to flop

STA
  – PnR worst setup slack: 618 ps
  – Tmin final: around 1900 ps
  – Worst-Margin Slew: roughly 380 ps
  – Final hold violations: 0
  – Fmax: ~530 MHz
  – Max Slew Vio Count: 0
  – Setup_tns: 0 ps
  – Final Skew: between 5 and 6 ps
  – Final period utilization: 0.753
  – Slew HR: 0.746
  – RSZ-0062 raised after global routing: no
  – Final setup vio count: 0

Power
  – VDD IR max: between 0.00015 and 0.0002 V
  – P_leak: 0.550 nW
  – Power per cell area: about 520 nW/um2

Flow run
  – Max_cap viols: 0
  – Tool warnings: 27

Outcome
  – Status: finished clean
## sequential cells by signal, indices dropped and copies added, names as in the netlist
| signal | count |
|---|---|
| tot | 12 |
| BCD0 | 4 |
| BCD1 | 4 |
| BCD2 | 4 |
## layer usage
layer	wire [um]	part of all wire	track usage
met5	0	0	0
met4	14	0.0056	0.00671
met3	203	0.081	0.0213
met2	1180	0.47	0.0802
met1	1100	0.44	0.0645
## layout by cell type (no fill, tap or decap), types with 5 or more instances in the layout
| cell type | count |
|---|---|
| a21oi_1 | 7 |
| clkdlybuf4s50_1 | 26 |
| dfxtp_1 | 12 |
| edfxtp_1 | 12 |
| ha_1 | 5 |
| inv_1 | 7 |
| nand2_1 | 7 |
| nand3_1 | 5 |
| nor2_1 | 8 |
| o21ai_0 | 5 |
| xor2_1 | 9 |
## area by class of cell
class,instances,area share
timing repair buffer,27,0.169
tap,75,0.0591
clock buffer,3,0.0260
multi-input combinational,77,0.333
inverter,7,0.0165
sequential,24,0.378
clock inverter,1,0.0189
## tightest hold or removal path, stage by stage (launching register included)
cell     delay [ps]
dfxtp_1         330
o21ai_0          80
a21oi_1          60
## report_power, final
| part | leakage (nW) | internal (mW) | switching [mW] |
|---|---|---|---|
| Clock | 0.0357 | 0.214 | 0.123 |
| Sequential | 0.210 | 0.426 | 0.0139 |
| Combinational | 0.304 | 0.0336 | 0.0217 |
## stage by stage
step | hold slack [ps] | total power, mW
floorplan | 458 | 0.473
CTS | 514 | 0.846
finish | 510 | 0.832
global placement | 492 | 0.506
global route | 560 | 0.869
detailed placement | 502 | 0.507
## cells by family after synthesis
family                   count (synthesis)  share of synthesized area
AND/OR/NAND/NOR                         42                      0.214
flip-flops                              24                      0.508
AND-OR/OR-AND                           17                     0.0837
XOR/XNOR                                13                     0.0964
buffers and inverters                   10                     0.0445
adder cells (fa/ha/maj)                  5                     0.0530
## path summary, 6_finish.rpt
kind	start	endpoint	slack [ps]	depth (start not counted)
worst max-delay path	enable	BCD2[1]	620	4
worst min-delay path	BCD2[0]	BCD2[0]	510	2
worst max register to register	BCD0[0]	BCD2[1]	870	4
worst min register to register	BCD2[0]	BCD2[0]	510	2
Power and IR drop assume default switching activity.

### design.v
module clkdiv(clk, slowclk);
input clk;
output reg slowclk;
parameter pclk = 500000;
integer i = 0;
always@(posedge clk)
begin 
		if(i < pclk)
			i = i +1;
		else begin
			i = 0;
			slowclk = slowclk^1;
		end
end
endmodule
### run.sh
#!/bin/bash
# OpenROAD 26Q1-2900-gdf79404cd8, Yosys 0.63+post, stock flow scripts
make -C /OpenROAD-flow-scripts/flow DESIGN_CONFIG=/design/flow/config.mk WORK_HOME=/design/flow/orfs finish
### config.mk
export PLATFORM = sky130hd
export DESIGN_NAME = clkdiv
export DESIGN_NICKNAME = clkdiv
export VERILOG_FILES = /design/flow/design.v
export SDC_FILE = /design/flow/constraint.sdc
export NUM_CORES = 4
export LEC_CHECK = 1
export CORE_AREA = 10 10 106 106
export DIE_AREA = 0 0 116 116
### constraint.sdc
current_design clkdiv

set clk_period 6.2
set clk_io_pct 0.2

create_clock -name clk0 -period $clk_period [get_ports {clk}]

set non_clock_inputs [all_inputs -no_clocks]
set_input_delay [expr $clk_period * $clk_io_pct] -clock clk0 $non_clock_inputs
set_output_delay [expr $clk_period * $clk_io_pct] -clock clk0 [all_outputs]
==> results.tsv <==
metric	value	unit
fp util	0.1868	
clk buf depth	2	
worst clock skew	0.004122	ns
Final ANT Viol Nets	0	
Post-synth ARST share	0	
crit start category	flip-flop	
largest net degree at the start of global routing	22	
worst reg2reg endpoint	i[1]	
Leakage	0.7434	nW
Vias/cell	4.587	
Post-synth regs	33	
Seq/Total Area, Yosys	0.4058	
GRT overflow	0	
WP data arrival	1.11	ns
Placement Setup Slack	3.864	ns
R2R Setup Slk	3.88	ns
Crit path largest cell delay	0.47	ns
drt first pass iters	4	
Area growth, synth to finish	10.75	%
H-tree depth	2	
setup TNS	0	ns
Worst Setup End Kind	output pin	
final setup fails	0	
Worst Reg-to-Reg Cells	5	
Site Rows	34	
vias in the first global route	1196	
share of cells above drive strength 1	0.1798	
FF+latch area	670.6	um^2
Critical path buffers and inverters	1	
FMAX	0.4262	GHz
Die W	116	um
DRT iter0 DRCs	94	
Final min period	2.346	ns
FILL cells	971	
Routed WL	3068	um
Total Routing Usage GR	0.04825	
delay-heaviest family, CP	buffers and inverters	
Worst Hold Launch	i[0]	
Port Buffers	1	
outcome	completed	
Worst-Margin Slew	0.6413	ns
Post-synth EDFFs	1	
Yosys Instances	177	
RSZ-0062 raised after global routing	false	
pwr dens	202.6	nW/um^2
Slew Limit Fails	0	
DR WL/cell	10.73	um
DR vias	1312	
hold endpoint	i[0]	
warnings from Yosys	1	
initial antenna violation count	0	
Mapped Cells	177	
cycle use final	0.3784	
Dominant Register Cell	dfxtp_1	
IO Pins	2	
TritonCTS sink count	33	
core area	8848	um^2
first-pass GRT wire length	5547	um
CTS Root Buffer Type	clkbuf_8	
Worst Path Class, Setup	reg -> out	
Worst slew margin	0.5685	
VDD IR max	0.06840	mV
Post-CTS Hold Fix Bufs	0	
chip area	13460	um^2
Avg Cell Area, Syn	9.338	um^2
Post-CTS Setup Bufs	0	
Post-CTS Resized	0	
Hold Path Depth	1	
Final WS setup	3.854	ns
crit path max fanout	2	
maxcap violations	0	
worst r2r src	i[7]	
Final Hold Viols	0	
logic area	905.9	um^2
CP startpoint	slowclk	
worst hold path type	reg -> reg	
Die Ht	116	um
diode count	0	
Latency at later pin	0.28	ns
Detail Placement HPWL	2060	um
CP Data Required Time	4.96	ns
Crit-path slowest cell	clkdlybuf4s50_1	
DRC	0	
YS chip area	1653	um^2
Crit path depth	1	
CTS Buf Count	5	
routability cong.	0.8208	
count of tool warnings	25	
clock-pin slew on the worst setup and hold paths	0.07	ns
CP Cell Sequence	clkdlybuf4s50_1	
Netlist Area Pre-Place	1653	um^2
Unique masters post-synth	33	
TritonCTS clock tree	yes	
[layout make-up]
class,count,area share
Clock buffer,5,0.03759
Clock inverter,3,0.009569
Inverter,4,0.008202
Multi-Input combinational cell,131,0.4949
Sequential cell,33,0.3664
Tap cell,108,0.07382
Timing Repair Buffer,2,0.009569
[layer usage]
metal | track usage | wire (um)
met1 | 0.07253 | 1593
met2 | 0.06712 | 1252
met3 | 0.01308 | 148
met4 | 0.01084 | 73
met5 | 0 | 0
[synth_stat cells (5+ instances only)]
cell type / instances / area, um^2
o31ai_1: 14 / 105.1
nand3_1: 10 / 50.05
nor2_1: 12 / 45.04
nand4_1: 10 / 62.56
or4_1: 14 / 105.1
dfxtp_1: 32 / 640.6
nand2_1: 9 / 33.78
o21ai_0: 6 / 30.03
and3_1: 5 / 31.28
xor2_1: 8 / 70.07
a21oi_2: 17 / 148.9
[per-stage QoR]
| step | instances | util | area, um^2 | hold WS [ns] | power (mW) |
|---|---|---|---|---|---|
| 2_1_floorplan | 177 | - | 1653 | 0.4260 | 0.2176 |
| 3_3_place_gp | 278 | 0.1971 | 1744 | 0.4478 | 0.2176 |
| 3_5_place_dp | 278 | 0.1971 | 1744 | 0.4518 | 0.2176 |
| 4_1_cts | 286 | 0.2069 | 1831 | 0.4700 | 0.3756 |
| 5_1_grt | 286 | 0.2069 | 1831 | 0.5136 | 0.3880 |
| 6_report | 286 | 0.2069 | 1831 | 0.4723 | 0.3709 |
[cell usage in the layout (no fill, tap or decap), drive strengths merged, types with 2 or more instances in the layout]
cell type  synthesis  layout
nor3               3       3
o21ai              6       6
and2               2       2
xor2               8       8
nand2              9       9
and3               5       5
clkbuf             2       5
clkinv             0       2
and4               4       4
a21oi             18      18
o31ai             14      14
nand4             11      11
nand3             10      10
nor2              12      12
nor4               2       2
or3                5       5
xnor2              3       3
dfxtp             32      32
or4               14      14
inv                4       4
[sequential cells by signal, summed over array words and instances (netlist names)]
name / count
i: 32
slowclk: 1
[power by group]
group / leakage [nW] / total [mW] / internal [mW] / switching, mW
logic: 0.430 / 0.000000430 / 0 / 0
clock network: 0.0439 / 0.158 / 0.0774 / 0.0807
registers: 0.269 / 0.213 / 0.213 / 0
total: 0.743 / 0.371 / 0.290 / 0.0807
[cell families (layout without fill, tap and decap cells)]
family,Yosys count,count (layout),share of synthesized area
flops,33,33,0.4058
compound gates,41,41,0.1953
buf+inv,13,14,0.05298
simple gates,78,78,0.2801
fa+ha+maj,1,1,0.007569
xor+xnor,11,11,0.05829
[how the worst max path moves through the flow]
| stage | end | slack [ns] |
|---|---|---|
| final | slowclk | 3.85 |
| after global routing | i[1] | 3.73 |
| after CTS | slowclk | 3.83 |
Power and IR drop assume default switching activity.
